==> flow/config.mk <==
export PLATFORM = sky130hd
export DESIGN_NAME = b12
export DESIGN_NICKNAME = b12
export VERILOG_FILES = /design/flow/design.v
export SDC_FILE = /design/flow/constraint.sdc
export NUM_CORES = 4
export LEC_CHECK = 1
export CORE_UTILIZATION = 50
==> flow/constraint.sdc <==
current_design b12

set clk_period 5.1
set clk_io_pct 0.2

create_clock -name clk0 -period $clk_period [get_ports {clock}]

set non_clock_inputs [all_inputs -no_clocks]
set_input_delay [expr $clk_period * $clk_io_pct] -clock clk0 $non_clock_inputs
set_output_delay [expr $clk_period * $clk_io_pct] -clock clk0 [all_outputs]
==> flow/design.v <==
module b12(
	       input            clock,
	       input            reset,
	       input            start,
	       input [3:0]      k,
	       output reg           nloss,
	       output reg [3:0]      nl,
	       output reg           speaker
	       );
   parameter RED = 0;
   parameter GREEN = 1;
   parameter YELLOW = 2;
   parameter BLUE = 3;
   parameter LED_ON = 1;
   parameter LED_OFF = 0;
   parameter PLAY_ON = 1;
   parameter PLAY_OFF = 0;
   parameter KEY_ON = 1;
   parameter NUM_KEY = 4;
   parameter COD_COLOR = 2;
   parameter COD_SOUND = 3;
   parameter SIZE_ADDRESS = 5;
   parameter SIZE_MEM = 2**SIZE_ADDRESS;
   parameter COUNT_KEY = 33;
   parameter COUNT_SEQ = 33;
   parameter DEC_SEQ = 1;
   parameter COUNT_FIN = 8;
   parameter ERROR_TONE = 1;
   parameter RED_TONE = 2;
   parameter GREEN_TONE = 3;
   parameter YELLOW_TONE = 4;
   parameter BLUE_TONE = 5;
   parameter WIN_TONE = 6;
   reg [0:0]                     wr;
   reg [(SIZE_ADDRESS-1):0] address;
   reg [(COD_COLOR-1):0]    data_in;
   reg [(COD_COLOR-1):0]    data_out;
   reg [(COD_COLOR-1):0]    num;
   reg [(COD_SOUND-1):0]    sound;
   reg [0:0]                   play;
   reg [0:0] s;
   reg [2:0] counter;
   always @ (posedge clock )
   begin
	    if (reset)  
	      begin
		     s = 0;
		     speaker <= 0;
		     counter = 0;
	      end
	    else  
	      begin
		     if (play) 
		       begin
			      case (sound) 
				    0:  
				      begin
					     if (counter > RED_TONE)  
					       begin
						      s = ~s;
						      counter = 0;
						      speaker <= s;
					       end
					     else  
						   counter = counter + 1;
				      end
				    1:  
				      begin
					     if (counter > GREEN_TONE)  
					       begin
						      s = ~s;
						      speaker <= s;
						      counter = 0;
					       end
					     else  
						   counter = counter + 1;
				      end
				    2:  
				      begin 
					     if (counter > YELLOW_TONE)  
					       begin
						      s = ~s;
						      speaker <= s;
						      counter = 0;
					       end
					     else  
						   counter = counter + 1;
				      end
				    3:  
				      begin
					     if (counter > BLUE_TONE)  
					       begin
						      s = ~s;
						      speaker <= s;
						      counter = 0;
					       end
					     else  
						   counter = counter + 1;
				      end
				    4:  
				      begin
					     if (counter > WIN_TONE)  
					       begin
						      s = ~s;
						      speaker <= s;
						      counter = 0;
					       end
					     else  
						   counter = counter + 1;
				      end
				    5:  
				      begin
					     if (counter > ERROR_TONE)  
					       begin
						      s = ~s;
						      speaker <= s;
						      counter = 0;
					       end
					     else  
						   counter = counter + 1;
				      end
				    default:  
					  counter = 0;
			      endcase
		       end
		     else  
		       begin
			      counter = 0;
			      speaker <= 0;
		       end
	      end
     end
   reg [(COD_COLOR-1):0]    count;
   always @ (posedge clock )
     begin
	    if (reset)  
	      begin
		     count = 0;
		     num <= 0;
	      end
	    else      
	      begin
		     count = (count + 1) % (2**COD_COLOR) ;
		     num <= count;
	      end
     end
   reg [(COD_COLOR-1):0]    memory [0:(SIZE_MEM-1)];
   always @ (posedge clock )
     begin
	    if (reset)  
	      begin
		     	data_out <= 0;
		     	memory[0] = 0;
		     	memory[1] = 0;
			memory[2] = 0;
			memory[3] = 0;
			memory[4] = 0;
			memory[5] = 0;
			memory[6] = 0;
			memory[7] = 0;
			memory[8] = 0;
		     	memory[9] = 0;
			memory[10] = 0;
			memory[11] = 0;
			memory[12] = 0;
			memory[13] = 0;
			memory[14] = 0;
			memory[15] = 0;
			memory[16] = 0;
		     	memory[17] = 0;
			memory[18] = 0;
			memory[19] = 0;
			memory[20] = 0;
			memory[21] = 0;
			memory[22] = 0;
			memory[23] = 0;
			memory[24] = 0;
		     	memory[25] = 0;
			memory[26] = 0;
			memory[27] = 0;
			memory[28] = 0;
			memory[29] = 0;
			memory[30] = 0;
			memory[31] = 0;
	      end
	    else  
	      begin
		     data_out <= memory[address];
		     if (wr)  
			   memory[address] = data_in;
	      end
     end
   reg [4:0]                gamma;
   reg [(COD_COLOR-1):0]    ind;
   reg [(SIZE_ADDRESS-1):0] scan;
   reg [(SIZE_ADDRESS-1):0] max;
   reg [5:0]                timebase;
   reg [5:0]                count2;
   always @ (posedge clock )
     begin
	    if (reset)  
	      begin
		     nloss <= LED_OFF;
		     nl <=  LED_OFF;
		     play <= PLAY_OFF;
		     wr <= 0;
		     scan = 0;
		     max = 0;
		     ind = 0;
		     timebase = 0;
		     count2 = 0;
		     sound <= 0;
		     address <= 0;
		     data_in <= 0;
		     gamma = 0;
	      end
	    else  
	      begin
		     if (start == 1'b1)  
			   gamma = 1;
             else  
			   gamma = gamma;
		     case (gamma)
			   0:  
			     begin
				    gamma = 0;
			     end
			   1:  
			     begin
				    nloss <= LED_OFF;
				    nl <= LED_OFF;
				    play <= PLAY_OFF;
				    wr <= 0;
				    max = 0;
				    timebase = COUNT_SEQ; 
				    gamma = 2;
			     end
			   2:  
			     begin
				    scan = 0;
				    wr <= 1;  
				    address <= max;  
				    data_in <= num;  
				    gamma = 3;
			     end
			   3:  
			     begin
				    wr <= 0;  
				    address <= scan;
				    gamma = 4;
			     end
			   4:  
			     begin
				    gamma = 5;
			     end
			   5:  
			     begin
				    nl[data_out] <= LED_ON;
				    count2 = timebase;
				    play <= PLAY_ON;
				    sound <= {1'b0,data_out};
				    gamma = 6;
			     end
			   6:  
			     begin
				    if (count2 == 0)  
				      begin
					     nl <= LED_OFF;
					     play <= PLAY_OFF;
					     count2 = timebase;
					     gamma = 7;
				      end
				    else  
				      begin
					     count2 = count2 - 1;
					     gamma = 6;
				      end
			     end
			   7:  
			     begin
				    if (count2 == 0)  
				      begin
					     if (scan != max)  
					       begin
						      scan = scan + 1;
						      gamma = 3;
					       end
					     else  
					       begin
						      scan = 0;
						      gamma = 8;
					       end
				      end
				    else  
				      begin
					     count2 = count2 - 1;
					     gamma = 7;
				      end
			     end
			   8:  
			     begin
				    count2 = COUNT_KEY;
				    address <= scan;
				    gamma = 9;
			     end
			   9:  
			     begin
				    gamma = 10;
			     end
			   10:  
			     begin
				    if (count2 == 0)  
				      begin
					     nloss <= LED_ON;
					     max = 0;
					     gamma = 17;
				      end
				    else  
				      begin
					     count2 = count2 - 1;
					     if (k[0] == KEY_ON)  
					       begin
						      ind = 0;
						      sound <= 0;
						      play <= PLAY_ON;
						      count2 = timebase;
						      if (data_out == 0)  
							    gamma = 11;
						      else  
						        begin
							       nloss <= LED_ON;
							       gamma = 14;
						        end
					       end
					     else if (k[1] == KEY_ON)  
					       begin
						      ind = 1;
						      sound <= 1;
						      play <= PLAY_ON;
						      count2 = timebase;
						      if (data_out == 1)  
							    gamma = 11;
						      else  
						        begin
							       nloss <= LED_ON;
							       gamma = 14;
						        end
					       end
					     else if (k[2] == KEY_ON)  
					       begin
						      ind = 2;
						      sound <= 2;
						      play <= PLAY_ON;
						      count2 = timebase;
						      if (data_out == 2)  
							    gamma = 11;
						      else  
						        begin
							       nloss <= LED_ON;
							       gamma = 14;
						        end
					       end
					     else if (k[3] == KEY_ON)  
					       begin
						      ind = 3;
						      sound <= 3;
						      play <= PLAY_ON;
						      count2 = timebase;
						      if (data_out == 3)  
							    gamma = 11;
						      else  
						        begin
							       nloss <= LED_ON;
							       gamma = 14;
						        end
					       end
					     else  
						   gamma = 10;
				      end
			     end
			   11:  
			     begin
				    nl[ind] <= LED_ON;
				    gamma = 12;
			     end
			   12:  
			     begin
				    if (count2 == 0)  
				      begin
					     nl <= LED_OFF;
					     play <= PLAY_OFF;
					     count2 = timebase;
					     gamma = 13;
				      end
				    else  
				      begin
					     count2 = count2 - 1;
					     gamma = 12;
				      end
			     end
			   13:  
			     begin
				    if (count2 == 0)  
				      begin
					     if (scan != max)  
					       begin
						      scan = scan + 1;
						      gamma = 8;
					       end
					     else if (max != (SIZE_MEM - 1))  
					       begin
						      max = max + 1;
						      timebase = timebase - DEC_SEQ;
						      gamma = 2;
					       end
					     else  
					       begin
						      play <= PLAY_ON;
						      sound <= 4;
						      count2 = COUNT_FIN;
						      gamma = 24;
					       end
				      end
				    else  
				      begin
					     count2 = count2 - 1;
					     gamma = 13;
				      end
			     end
			   14:  
			     begin
				    nl[ind] <= LED_ON;
				    gamma = 15;
			     end
			   15:  
			     begin
				    if (count2 == 0)  
				      begin
					     nl <= LED_OFF;
					     play <= PLAY_OFF;
					     count2 = timebase;
					     gamma = 16;
				      end
				    else  
				      begin
					     count2 = count2 - 1;
					     gamma = 15;
				      end
			     end
			   16:  
			     begin
				    if (count2 == 0)  
				      begin
					     max = 0;
					     gamma = 17;
				      end
				    else  
				      begin
					     count2 = count2 - 1;
					     gamma = 16;
				      end
			     end
			   17:  
			     begin
				    address <= max;
				    gamma = 18;
			     end
			   18:  
			     begin
				    gamma = 19;
			     end
			   19:  
			     begin
				    nl[data_out] <= LED_ON;
				    play <= PLAY_ON;
				    sound <= {1'b0,data_out};
				    count2 = timebase;
				    gamma = 20;
			     end
			   20:  
			     begin
				    if (count2 == 0)  
				      begin
					     nl <= LED_OFF;
					     play <= PLAY_OFF;
					     count2 = timebase;
					     gamma = 21;
				      end
				    else  
				      begin
					     count2 = count2 - 1;
					     gamma = 20;
				      end
			     end
			   21:  
			     begin
				    if (count2 == 0)  
				      begin
					     if (max != scan)  
					       begin
						      max = max + 1;
						      gamma = 17;
					       end
					     else  
					       begin
						      nl[data_out] <= LED_ON;
						      play <= PLAY_ON;
						      sound <= 5;
						      count2 = COUNT_FIN;
						      gamma = 22;
					       end
				      end
				    else  
				      begin
					     count2 = count2 - 1;
					     gamma = 21;
				      end
			     end
			   22:  
			     begin
				    if (count2==0)  
				      begin
					     nl <= LED_OFF;
					     play <= PLAY_OFF;
					     count2 = COUNT_FIN;
					     gamma = 23;
				      end
				    else  
				      begin
					     count2 = count2 - 1;
					     gamma = 22;
				      end
			     end
			   23:  
			     begin
				    if (count2==0)  
				      begin
					     nl[data_out] <= LED_ON;
					     play <= PLAY_ON;
					     sound <= 5;
					     count2 = COUNT_FIN;
					     gamma = 22;
				      end
				    else  
				      begin
					     count2 = count2 - 1;
					     gamma = 23;
				      end
			     end
			   24:  
			     begin
				    if (count2==0)  
				      begin
					     nl <= LED_ON;
					     play <= PLAY_OFF;
					     count2 = COUNT_FIN;
					     gamma = 25;
				      end
				    else  
				      begin
					     count2 = count2 - 1;
					     gamma = 24;
				      end
			     end
			   25:  
			     begin
				    if (count2==0)  
				      begin
					     nl <= LED_OFF;
					     play <= PLAY_ON;
					     sound <= 4;
					     count2 = COUNT_FIN;
					     gamma = 24;
				      end
				    else  
				      begin
					     count2 = count2 - 1;
					     gamma = 25;
				      end
			     end
			   default:  
				 gamma = 1;
		     endcase
	      end
     end
endmodule
==> flow/run.sh <==
#!/bin/bash
# OpenROAD 26Q1-2900-gdf79404cd8, Yosys 0.63+post, stock flow scripts
make -C /OpenROAD-flow-scripts/flow DESIGN_CONFIG=/design/flow/config.mk WORK_HOME=/design/flow/orfs finish
==> out/metrics.csv <==
metric,value,unit
status,"complete, no violations",
async_flop_share,0,%
combPwrFrac,4.5,%
worst_pin_slew,1.01,ns
layout_top_cells,"nand2_1, dfxtp_1, a21oi_1, nor2_1, o21ai_0",
routed_wl,21.2,mm
clkTransAtPathRegs,0.06,ns
crit_arrival,3.93,ns
maxCapViolations,0,
drtPass1Iterations,5,
fin_crit,3.60,ns
period_used_share,70.6,%
p_clk_share,55.2,%
gr-total-overflow,0,
swShare,22.7,%
cts_post_setup_buffers_inserted,0,
p_leak,2.61,nW
p_sw,530,uW
dr.first_iter.drc_count,875,
clock_sinks,119,
clockRootBuffer,clkbuf_16,
fmax,278,MHz
p_int,1.80,mW
crit_type,in2reg,
max-vdd-ir-drop,339,uV
drive_above_1_share,7.16,%
ys_cells,986,
finalSetupViolCount,0,
fin_skew,0.00988,ns
finalHoldWorstSlack,0.454,ns
relSlewSlack,32.2,%
cts_tree,yes,
vias,7293,
coreArea,0.0140,sq mm
crit_chain,clkdlybuf4s50_1 > nand2b_1 > or3_1 > nor2_1 > or4_4 > or4_1 > a21oi_1,
ys_seq_share,32.9,%
synth-edff-count,0,
clock_path_buffers,2,
synthFlopType,dfxtp_1,
grt_first_pass_wirelength,34.5,mm
gp_congestion,0.991,
rows,43,
grt_max_degree,60,
p_per_area,291,mW/mm^2
drc,0,
clk-insertion-delay-late,0.41,ns
portBuffers,12,
layout.cells.most_common,nand2_1,
setup-tns-final,0,ns
seq_power_share,40.3,%
slew_violations,0,
viasPerCell,6.38,
hold_violations,0,
max_stage_delay,0.88,ns
cp-end-kind,register,
syn_area,0.00725,sq mm
crit_path_start_kind,input port,
fin_ws,1.50,ns
numCtsBuffers,17,
area_growth,10.5,%
die_area,0.0150,sq mm
yosys-stat-area,0.00725,sq mm
post_cts_resized,0,
hp-class,reg2reg,
initCoreUtil,51.8,%
antenna_found_initial,0,
path_max_fanout,19,
die-height,122,um
track_usage,30.2,%
ant_nets,0,
h-tree-depth,4,
diodes,0,
slowest_stage,clkdlybuf4s50_1,
syn_avg_cell_area,7.35,sq um
wl_per_cell,18.5,um
warnings,28,
ys.flops,119,
grt_pass1_vias,6503,
die_w,122,um
pre_cts_slack,1.18,ns
holdBufCountCts,0,
rsz0062_at_grt,false,
cp_data_required_time,5.43,ns
synth.distinct_cells,79,
ys_warn_count,2,
hpwlAfterDp,14.3,mm
syn_inst,986,
io_pins,13,
-- path summary, 6_finish.rpt --
| kind | cells past startpoint | slack, ns | end | start |
|---|---|---|---|---|
| hold / removal | 2 | 0.45 | nloss | nloss |
| setup / recovery | 7 | 1.50 | sound[2] | start |
| setup reg to reg | 8 | 2.28 | sound[2] | count2[0] |
| hold reg to reg | 2 | 0.45 | nloss | nloss |
-- metrics by stage --
stage	cell area [sq um]	cells	total power [mW]	utilization [%]
6_report	8010	1144	2.33	57.2
5_1_grt	8010	1144	2.41	57.2
4_1_cts	8010	1144	2.35	57.2
3_5_place_dp	7370	1112	1.06	52.7
3_3_place_gp	7370	1112	1.06	52.7
2_1_floorplan	7250	986	1.03	-
-- cell usage after synthesis, types with 3 or more instances --
master	count	area [sq um]
o31ai_1	7	52.6
dfxtp_1	119	2380
and2_1	6	37.5
o22ai_1	4	25.0
and3_1	9	56.3
nand4_1	12	75.1
nor3b_1	5	37.5
nand2b_1	15	93.8
or3_1	4	25.0
nor4_2	3	37.5
xnor2_1	9	78.8
a22oi_1	13	97.6
nand2_1	126	473
o211ai_1	12	90.1
o21ai_0	77	385
a221oi_1	7	61.3
buf_1	11	41.3
o32ai_1	3	26.3
a21o_1	3	22.5
a311oi_1	6	52.6
and3b_1	4	35.0
mux2i_1	19	190
a211oi_1	15	113
a211o_1	3	26.3
nand3_1	53	265
buf_2	15	75.1
nand3b_1	3	22.5
mux2_2	4	45.0
nor2_1	82	308
a32oi_1	8	70.1
a31oi_1	13	81.3
nor2b_1	20	125
o32a_1	4	40.0
ha_1	9	113
xor2_1	9	78.8
nor3_1	23	115
nor4_1	6	37.5
o21bai_1	3	22.5
inv_1	21	78.8
a21oi_1	110	551
clkbuf_1	54	203
a2111oi_0	4	35.0
-- registers in the layout (all words and copies together) (netlist names) --
name,flops
data_in,2
speaker,1
address,5
num,2
wr,1
data_out,2
gamma,5
nloss,1
count2,6
memory,64
max,5
timebase,6
nl,4
s,1
scan,5
sound,3
play,1
ind,2
counter,3
-- final cells by class --
| type | instances | area [sq um] |
|---|---|---|
| Timing Repair Buffer | 29 | 245 |
| Multi-Input combinational cell | 763 | 4440 |
| Fill cell | 1263 | 5980 |
| Sequential cell | 119 | 2380 |
| Clock inverter | 14 | 198 |
| Clock buffer | 18 | 439 |
| Inverter | 21 | 78.8 |
| Tap cell | 180 | 225 |
-- kinds of logic after synthesis --
group / share of synthesized area, %
buffers and inverters: 5.90
xor gates and xnor gates: 2.18
and+or+nand+nor: 26.4
muxes: 3.40
AOI/OAI and AO/OA: 27.7
adders and majority gates: 1.55
DFF: 32.9
-- power by group through the flow --
stage	clock, mW	combinational (mW)	sequential, mW
global route	1.35	0.114	0.941
CTS	1.31	0.102	0.940
finish	1.29	0.104	0.940
-- critical path, delay by kind of cell --
family	cells	cell delay, ns
AND-OR/OR-AND	1	0.13
buffers and inverters	1	0.88
AND/OR/NAND/NOR	5	1.88
-- layer usage --
metal	global-route usage [%]	vias up	share of wire, %
met4	6.17	0	1.8
met2	41.4	326	43
met3	6.50	35	8.3
met1	49.7	3408	47
li1	-	3524	-
met5	0	-	0
Power figures rest on the tool's default switching activity, not on a simulated workload.

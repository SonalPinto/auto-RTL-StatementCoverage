`flow/config.mk`:
```
export PLATFORM = sky130hd
export DESIGN_NAME = uart
export DESIGN_NICKNAME = uart
export VERILOG_FILES = /design/flow/design.v
export SDC_FILE = /design/flow/constraint.sdc
export NUM_CORES = 4
export LEC_CHECK = 1
export CORE_UTILIZATION = 50
```
`flow/constraint.sdc`:
```
current_design uart

set clk_period 2.6
set clk_io_pct 0.2

create_clock -name clk0 -period $clk_period [get_ports {rxclk}]
create_clock -name clk1 -period $clk_period [get_ports {txclk}]

set non_clock_inputs [all_inputs -no_clocks]
set_input_delay [expr $clk_period * $clk_io_pct] -clock clk0 $non_clock_inputs
set_output_delay [expr $clk_period * $clk_io_pct] -clock clk0 [all_outputs]
```
`flow/design.v`:
```
module uart (
reset          ,
txclk          ,
ld_tx_data     ,
tx_data        ,
tx_enable      ,
tx_out         ,
tx_empty       ,
rxclk          ,
uld_rx_data    ,
rx_data        ,
rx_enable      ,
rx_in          ,
rx_empty
);
input        reset          ;
input        txclk          ;
input        ld_tx_data     ;
input  [7:0] tx_data        ;
input        tx_enable      ;
output       tx_out         ;
output       tx_empty       ;
input        rxclk          ;
input        uld_rx_data    ;
output [7:0] rx_data        ;
input        rx_enable      ;
input        rx_in          ;
output       rx_empty       ;
reg [7:0]    tx_reg         ;
reg          tx_empty       ;
reg          tx_over_run    ;
reg [3:0]    tx_cnt         ;
reg          tx_out         ;
reg [7:0]    rx_reg         ;
reg [7:0]    rx_data        ;
reg [3:0]    rx_sample_cnt  ;
reg [3:0]    rx_cnt         ;  
reg          rx_frame_err   ;
reg          rx_over_run    ;
reg          rx_empty       ;
reg          rx_d1          ;
reg          rx_d2          ;
reg          rx_busy        ;
always @ (posedge rxclk or posedge reset)
if (reset) begin
  rx_reg        <= 0; 
  rx_data       <= 0;
  rx_sample_cnt <= 0;
  rx_cnt        <= 0;
  rx_frame_err  <= 0;
  rx_over_run   <= 0;
  rx_empty      <= 1;
  rx_d1         <= 1;
  rx_d2         <= 1;
  rx_busy       <= 0;
end else begin
  rx_d1 <= rx_in;
  rx_d2 <= rx_d1;
  if (uld_rx_data) begin
    rx_data  <= rx_reg;
    rx_empty <= 1;
  end
  if (rx_enable) begin
    if (!rx_busy && !rx_d2) begin
      rx_busy       <= 1;
      rx_sample_cnt <= 1;
      rx_cnt        <= 0;
    end
    if (rx_busy) begin
       rx_sample_cnt <= rx_sample_cnt + 1;
       if (rx_sample_cnt == 7) begin
          if ((rx_d2 == 1) && (rx_cnt == 0)) begin
            rx_busy <= 0;
          end else begin
            rx_cnt <= rx_cnt + 1; 
            if (rx_cnt > 0 && rx_cnt < 9) begin
              rx_reg[rx_cnt - 1] <= rx_d2;
            end
            if (rx_cnt == 9) begin
               rx_busy <= 0;
               if (rx_d2 == 0) begin
                 rx_frame_err <= 1;
               end else begin
                 rx_empty     <= 0;
                 rx_frame_err <= 0;
                 rx_over_run  <= (rx_empty) ? 0 : 1;
               end
            end
          end
       end 
    end 
  end
  if (!rx_enable) begin
    rx_busy <= 0;
  end
end
always @ (posedge txclk or posedge reset)
if (reset) begin
  tx_reg        <= 0;
  tx_empty      <= 1;
  tx_over_run   <= 0;
  tx_out        <= 1;
  tx_cnt        <= 0;
end else begin
   if (ld_tx_data) begin
      if (!tx_empty) begin
        tx_over_run <= 0;
      end else begin
        tx_reg   <= tx_data;
        tx_empty <= 0;
      end
   end
   if (tx_enable && !tx_empty) begin
     tx_cnt <= tx_cnt + 1;
     if (tx_cnt == 0) begin
       tx_out <= 0;
     end
     if (tx_cnt > 0 && tx_cnt < 9) begin
        tx_out <= tx_reg[tx_cnt -1];
     end
     if (tx_cnt == 9) begin
       tx_out <= 1;
       tx_cnt <= 0;
       tx_empty <= 1;
     end
   end
   if (!tx_enable) begin
     tx_cnt <= 0;
   end
end
endmodule
```
`flow/run.sh`:
```
#!/bin/bash
# OpenROAD 26Q1-2900-gdf79404cd8, Yosys 0.63+post, stock flow scripts
make -C /OpenROAD-flow-scripts/flow DESIGN_CONFIG=/design/flow/config.mk WORK_HOME=/design/flow/orfs finish
```
==> results.py <==
# Generated from Yosys and OpenROAD reports
metrics = {
    "outcome": {
        "status": "complete, but fails checks",
        "violations": "setup timing",
    },
    "final_timing": {
        "setup_slack_ns": -0.911,
        "maxSlewHeadroom_pct": 41.0,
        "maxSlewViolCount": 0,
        "rsz0062_at_grt": "true",
        "skew_ns": 0.00866,
        "finalSetupViolations": 8,
        "tightest_slew_ns": 0.881,
        "hold_viol": 0,
        "hold_slack_ns": 0.361,
    },
    "yosys": {
        "syn-cell-area_mm2": 0.00244,
        "syn_inst": 229,
        "synth.cellmix.simpleShare_pct": 18.2,
        "adder_share_pct": 7.69,
        "ys_warn_count": 1,
        "ys_cells": 229,
        "synth-xor-area-share_pct": 1.44,
        "ys_sh_aoi_pct": 11.5,
        "ys.flops": 42,
        "edf_count": 0,
        "postSynthAreaPerCell_um2": 10.7,
        "synth_cell_types": 51,
        "ff_type": "dfrtp_1",
        "mux_area_share_pct": 12.4,
        "synth_chip_area_mm2": 0.00244,
        "ys_seq_share_pct": 43.3,
        "topCombFamilyByArea": "simple AND/OR/NAND/NOR gates",
        "async_flop_share_pct": 100,
    },
    "clock_network": {
        "cts_num_sinks": 42,
        "tritoncts": "yes",
        "holdBufCountCts": 0,
        "path_clk_slew_ns": 0.09,
    },
    "layout": {
        "layout-drive-gt1-share_pct": 33.7,
        "nFillCells": 339,
        "final_core_util_pct": 69.4,
        "area_growth_pct": 34.4,
        "lay_top_cells": "dfrtp_1, buf_4, clkdlybuf4s50_1",
        "fin_cells": 346,
        "lay_top_count": "dfrtp_1",
    },
    "critical_path": {
        "critPathMaxFanout": 14,
        "worst_ep_required_time_ns": 2.76,
        "critPathSlowestCell": "or4_1",
        "path_class": "reg -> reg",
        "critPathLaunchType": "flop",
        "cp-end-kind": "flop",
        "r2r_slack_ns": -0.91,
        "slowest_delay_ns": 0.48,
        "crit_chain": "buf_4, o21ai_1, a21oi_1, o21ai_1, ha_1, or4_1, or4_1, or3_4, or4_4, mux2_4",
        "arrival_ns": 3.67,
    },
    "place": {
        "place_congestion": 0.825,
        "io_buffers": 25,
        "dp_cells": 327,
        "dp_hpwl_um": 3470,
    },
    "drt": {
        "vias": 1932,
        "wl_per_cell_um": 14.6,
        "drc": 0,
        "insertedDiodeCount": 0,
        "drtAntennaViolNets": 0,
        "drt_iter0_markers": 96,
        "via_per_inst": 5.58,
        "dr.pass1.iters": 4,
        "wl_um": 5050,
    },
    "floorplan": {
        "die-area_mm2": 0.00516,
        "core_mm2": 0.00472,
        "die_h_um": 71.9,
        "fp_util_pct": 51.7,
        "io_pins": 27,
        "die_x_um": 71.9,
        "std_cell_rows": 25,
    },
    "global_route": {
        "antenna_found_initial": 0,
        "grt_overflow": 0,
        "grt_pass1_vias": 1942,
        "grt_max_degree": 43,
        "grt_use_total_pct": 21.3,
        "grt_pass1_wl_um": 8550,
    },
    "job": {
        "warnings": 36,
        "maxCapViolCount": 0,
    },
    "power": {
        "power_density_mw_per_mm2": 693,
        "p_leak_nw": 1.44,
        "ir_drop_mv": 0.487,
        "p_total_mw": 2.27,
    },
    "min_path": {
        "holdCritPathClass": "reg -> reg",
    },
}
[synthesized netlist by cell type (2+ instances only)]
master     number  area share [%]
xnor2_1         2            0.72
mux2_1          4             1.8
and3_1          3            0.77
dfrtp_1        37              38
o31ai_1         4             1.2
buf_6           2            0.92
nor4b_1         2            0.72
o21ai_1         2            0.41
nand4b_1        2            0.72
nor3b_1         5             1.5
nand3_1         4            0.82
mux2_2         18             8.3
nor2b_1         4             1.0
a21oi_1         6             1.2
clkbuf_8        2             1.1
nand2_1        17             2.6
or4_1           4             1.2
inv_1          12             1.8
clkbuf_1        8             1.2
ha_1           15             7.7
xor2_1          2            0.72
mux4_2          2             1.8
a21boi_0        2            0.62
nor4_1          4             1.0
a2bb2oi_1       3             1.1
or3_1           9             2.3
nor3_1          7             1.4
o211ai_1        2            0.62
o21ai_0        12             2.5
nor2_1          8             1.2
dfstp_2         5             5.4
[power by group]
group | internal [mW] | total [mW] | leakage, nW | switching, mW
clock | 0.340 | 0.536 | 0.0645 | 0.196
sequential | 0.706 | 0.754 | 0.553 | 0.0481
combinational | 0.494 | 0.982 | 0.818 | 0.487
[timing repair]
item	in CTS	in global routing
resized	22	14
cloned	0	0
setup endpoints to repair	8	8
pin swaps	7	4
buffers inserted	6	5
[critical path: cells and delay by family, from the launching register on]
kind / cells / cell delay, ns
buffers and inverters: 1 / 0.28
flip-flops: 1 / 0.40
multiplexers: 1 / 0.30
AND-OR/OR-AND: 3 / 0.43
AND/OR/NAND/NOR: 4 / 1.69
adder cells (fa/ha/maj): 1 / 0.30
[per-stage QoR]
step	setup TNS, ns	instance area, um2	setup slack, ns
after floorplan	-3.41	2500	-1.15
after global placement	-3.00	2880	-0.902
after detailed placement	-3.98	2880	-0.967
after CTS	-2.69	3150	-0.892
after global routing	-4.02	3280	-1.10
final	-2.89	3280	-0.911
[cells by family (layout without fill, tap and decap cells)]
kind of cell,Yosys count,count (layout)
flip-flops,42,42
buffers and inverters,25,75
AND/OR/NAND/NOR,76,76
AND-OR/OR-AND,42,42
XOR/XNOR,4,4
adder cells (fa/ha/maj),15,15
multiplexers,25,25
[final timing paths]
| check | start | end | cells after the start |
|---|---|---|---|
| setup / recovery | rx_cnt[0] | rx_reg[0] | 10 |
| hold / removal | rx_d1 | rx_d2 | 0 |
| setup reg to reg | rx_cnt[0] | rx_reg[0] | 10 |
| hold reg to reg | rx_d1 | rx_d2 | 0 |
| max in group clk1 | tx_cnt[0] | tx_out | 6 |
| max in group asynchronous | reset | tx_empty | 3 |
| min in group clk1 | tx_reg[3] | tx_reg[3] | 1 |
| min in group asynchronous | reset | rx_reg[2] | 3 |
[final cells by class]
| type | count | area, um2 | share of cell area, % |
|---|---|---|---|
| Clock inverter | 1 | 30.0 | 0.916 |
| Sequential cell | 42 | 1060 | 32.2 |
| Tap cell | 67 | 83.8 | 2.56 |
| Multi-Input combinational cell | 162 | 1470 | 44.7 |
| Inverter | 12 | 47.5 | 1.45 |
| Timing Repair Buffer | 55 | 499 | 15.2 |
| Clock buffer | 7 | 96.3 | 2.94 |
[per-layer routing]
layer | GRT usage, % | part of all wire (%) | up-vias
li1 | - | - | 940
met1 | 35.6 | 48 | 959
met2 | 32.6 | 48 | 27
met3 | 2.00 | 2.3 | 6
met4 | 3.05 | 1.1 | 0
met5 | 0 | 0 | -
No activity file was given, so power comes from the tool's default toggle rates.
